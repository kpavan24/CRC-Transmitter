File: config.mk
export PLATFORM = sky130hd
export DESIGN_NAME = task4_2
export DESIGN_NICKNAME = task4_2
export VERILOG_FILES = /design/flow/design.v
export SDC_FILE = /design/flow/constraint.sdc
export NUM_CORES = 4
export LEC_CHECK = 1
export CORE_UTILIZATION = 40
File: constraint.sdc
current_design task4_2

set clk_period 5.9
set clk_io_pct 0.2

create_clock -name clk0 -period $clk_period [get_ports {clk}]

set non_clock_inputs [all_inputs -no_clocks]
set_input_delay [expr $clk_period * $clk_io_pct] -clock clk0 $non_clock_inputs
set_output_delay [expr $clk_period * $clk_io_pct] -clock clk0 [all_outputs]
File: design.v
module task2 #(parameter x=32)			 
  ( output reg [15:0]r,
   output reg [25:0]data_out,
   output reg done,
             input  data,start,clk);
  reg [7:0]b;
  always@(posedge clk or posedge start)
    begin
      if(start) begin r<=16'hFFFF;b<=1'b0;done<=1'b0;end
      else if(~done) begin
        r[0]<=data+r[15];
        r[1]<=r[0];
        r[2]<=data+r[1]+r[15];
        r[14:3]<=r[13:2];
        r[15]<=r[14]+r[15]+data;
        b<=b+1;
        if(b>=23)
          begin
            data_out[(x-b+2)*2]<=r[5]^r[4]^r[3]^r[2];
            data_out[(x-b+2)*2+1]<=r[5]^r[4]^r[2];
          end
        if(b==x-1) 
          begin
            done<=1'b1;                       
          end
      end
      else
        begin
          data_out[25]<=r[15]^r[14]^r[12];
          data_out[24]<=r[15]^r[14]^r[13]^r[12];
          data_out[5]<=r[5]^r[4]^r[2];
          data_out[4]<=r[5]^r[4]^r[3]^r[2];
          data_out[3]<=r[4]^r[3]^r[1];
          data_out[2]<=r[4]^r[3]^r[2]^r[1];
          data_out[1]<=r[3]^r[2]^r[0];
          data_out[0]<=r[3]^r[2]^r[1]^r[0];
        end
    end
endmodule
module task3#(parameter x =32, k=4)(output reg [2*x-1:0]fec,
                                    output reg done,
                                    output reg [3:0]r,
                              input data,start,clk);
  reg [7:0] b;
  always@(posedge clk or posedge start)
    begin
      if(start) begin r<=0;b<=2*x+2;done<=1'b0;fec<=0;end
      else if(~done)
        begin
          if(b!=2)begin r[0]<=data;
            r[3:1]<=r[2:0];end
          fec[b-2]<=r[3]^r[2]^r[1]^r[0];
          fec[b-1]<=r[3]^r[2]^r[0];
          b<=b-2;
          if(b==2) done<=1'b1;
        end
    end
endmodule
module interleaver_4byte (
  input [7:0] byte0,		
  input [7:0] byte1,
  input [7:0] byte2,
  input [7:0] byte3, 
  output [7:0] out0,
  output [7:0] out1,
  output [7:0] out2,
  output [7:0] out3
  );
  assign out3 = {byte3[7:6],byte2[7:6],byte1[7:6],byte0[7:6]};
  assign out2 = {byte3[5:4],byte2[5:4],byte1[5:4],byte0[5:4]};
  assign out1 = {byte3[3:2],byte2[3:2],byte1[3:2],byte0[3:2]};
  assign out0 = {byte3[1:0],byte2[1:0],byte1[1:0],byte0[1:0]};
endmodule
module interleaver (output [95:0] data_out,
             input [95:0] data_in);
  interleaver_4byte IL1 (data_in[31:24],data_in[23:16],data_in[15:8],data_in[7:0],data_out[31:24],data_out[23:16],data_out[15:8],data_out[7:0]);
  interleaver_4byte IL2 (data_in[63:56],data_in[55:48],data_in[47:40],data_in[39:32],data_out[63:56],data_out[55:48],data_out[47:40],data_out[39:32]);
  interleaver_4byte IL3 (data_in[95:88],data_in[87:80],data_in[79:72],data_in[71:64],data_out[95:88],data_out[87:80],data_out[79:72],data_out[71:64]);
endmodule
module task4_2(output [95:0] yout,  
               output done,
              input data,start,clk);
  wire [15:0]r;
  wire [3:0] last4_data;
  wire [25:0] data_out;
  wire [63:0] fec1;
  wire [95:0] fec2;
  wire done1;
  wire [5:0]b;
  task2 T2_2(r,data_out,done1,data,start,clk);
  task3 T3_2(fec1,done,last4_data,data,start,clk);
  interleaver I1(yout,fec2);
  assign b[5]=r[15]^last4_data[2]^last4_data[1];
  assign b[4]=r[15]^last4_data[2]^last4_data[1]^last4_data[0];
  assign b[3]=r[14]^last4_data[1]^last4_data[0];
  assign b[2]=r[15]^r[14]^last4_data[1]^last4_data[0];
  assign b[1]=r[15]^r[13]^last4_data[0];
  assign b[0]=r[15]^r[14]^r[13]^last4_data[0];  
  assign fec2={fec1,b,data_out};
endmodule
File: run.sh
#!/bin/bash
# OpenROAD 26Q1-2900-gdf79404cd8, Yosys 0.63+post, stock flow scripts
make -C /OpenROAD-flow-scripts/flow DESIGN_CONFIG=/design/flow/config.mk WORK_HOME=/design/flow/orfs finish
==> results.json <==
{
  "status": "finished, final reports clean",
  "io_buffers": 99,
  "drive_gt1_frac": 0.2161,
  "area_growth_syn_to_layout_pct": 24.71,
  "grt_usage": 0.1984,
  "routed_wirelength_um": 19280,
  "fin_util": 0.5119,
  "fin_worst_skew_ns": 0.01239,
  "maxSlewHeadroom": 0.4623,
  "grt_pass1_vias": 6070,
  "yosysWarnings": 2,
  "initial_core_util": 0.4105,
  "avgRoutedWirePerCell_um": 16.13,
  "synth_flops": 127,
  "cp_max_fo": 10,
  "synthTopCellsByArea": "dfrtp_1 (26%), mux2_2 (14%), edfxtp_1 (9.7%)",
  "p_leak_nw": 4.091,
  "via_per_inst": 5.348,
  "final_cell_mix": "mux2_2 (99), clkdlybuf4s50_1 (99), nand2_1 (90)",
  "ys_chip_area_um2": 8041,
  "rsz0062_at_grt": "true",
  "fin_crit_ns": 5.542,
  "synth.top_cell.area_share": 0.2583,
  "setup_tns_ns": 0,
  "drcViolationCount": 0,
  "h-tree-depth": 4,
  "cp-start-kind": "register",
  "synth.distinct_cells": 75,
  "peakVddDrop_uv": 199.7,
  "hold_path_class": "reg2reg",
  "critPathKind": "reg2reg",
  "tightest_slew_ns": 0.7961,
  "grt_pass1_wl_um": 31520,
  "grt_max_degree": 57,
  "insertion_delay_ns": 0.41,
  "power_density_nw_per_um2": 277.0,
  "synth_top_flop_cell": "dfrtp_1",
  "timing_hold_violations_final": 0,
  "fmaxAchievable_ghz": 0.1804,
  "antenna_found_initial": 0,
  "arrival_ns": 5.70,
  "finalWeightedCongestion": 0.9131,
  "cts_sinks": 127,
  "row_count": 51,
  "n_antenna_cell": 0,
  "syn_area_um2": 8041,
  "drtIter0Drc": 385,
  "firstDrtPassIters": 4,
  "die_w_um": 143.8,
  "worst_slack_ns": 0.3581,
  "ios": 100,
  "die-area_um2": 20670,
  "drv_cap": 0,
  "core_um2": 19590,
  "drv_slew": 0,
  "edf_count": 26,
  "cts_hold_buf": 0,
  "clockBufferDepth": 2,
  "vias": 6391,
  "detailed_place_hpwl_um": 13810,
  "root_buffer": "clkbuf_16",
  "ant_nets": 0,
  "finalSetupViolations": 0,
  "die_y_um": 143.8,
  "grt.overflow.total": 0,
  "async_flop_share": 0.7953,
  "cp.required_ns": 6.06,
  "fin_crit_sh": 0.9393,
  "cts_made_buffers": 17,
  "regToRegSetupSlack_ns": 0.36,
  "finalInstanceArea_um2": 10030,
  "ys_cells": 812,
  "crit_path_end_kind": "register",
  "clk_pin_slew_ns": 0.06,
  "dp_slack_ns": 0.1131,
  "yosysSeqAreaShare": 0.4142,
  "dpl-instance-area_um2": 9408,
  "netlist_instances": 812,
  "yosys.area.top_type": "dfrtp_1",
  "p_total_mw": 2.778,
  "avgSynthCellArea_um2": 9.903,
  "cts_tree": "yes",
  "tool_warnings": 32
}
final timing paths:
path,startpoint,end,depth (start not counted)
worst max-delay path,T2_2.b[1]$_DFFE_PP0N_,T2_2.data_out[20]$_DFFE_PP_,22
worst min-delay path,T3_2.fec[7]$_DFFE_PP0N_,T3_2.fec[7]$_DFFE_PP0N_,1
worst max register to register,T2_2.b[1]$_DFFE_PP0N_,T2_2.data_out[20]$_DFFE_PP_,22
worst min register to register,T3_2.fec[7]$_DFFE_PP0N_,T3_2.fec[7]$_DFFE_PP0N_,1
max in group asynchronous,start,T3_2.fec[10]$_DFFE_PP0N_,3
min in group asynchronous,start,T3_2.done$_DFF_PP0_,2
metrics by stage:
stage	std cells	hold slack, ns
2_1_floorplan	812	0.4541
3_3_place_gp	1162	0.4886
3_5_place_dp	1162	0.4937
4_1_cts	1194	0.5076
5_1_grt	1195	0.5188
6_report	1195	0.5073
flip-flops by register name (all words and copies together) (netlist names):
| signal | count |
|---|---|
| T3_2.fec | 64 |
| T2_2.data_out | 26 |
| T2_2.r | 16 |
| T2_2.b | 8 |
| T3_2.b | 7 |
| T3_2.r | 4 |
| T2_2.done | 1 |
| T3_2.done | 1 |
worst max-delay path, cell delays in order, from the launching register on:
cell	delay, ns
dfrtp_2	0.45
inv_1	0.06
ha_1	0.22
xor2_1	0.17
inv_1	0.12
ha_1	0.27
nand2b_1	0.10
a21oi_1	0.18
a21o_1	0.20
and3_1	0.28
inv_1	0.07
ha_1	0.34
and3_1	0.22
a32o_1	0.25
a31o_2	0.23
or2_2	0.32
a41o_1	0.26
or4_4	0.43
a22oi_4	0.25
nand4_1	0.11
buf_4	0.19
nor4_2	0.23
mux2_1	0.34
kinds of logic after synthesis:
kind of cell               count (synthesis)  synth area share
muxes                                    110            0.1526
adders and majority gates                 25           0.03890
AOI/OAI and AO/OA                         94           0.08449
and+or+nand+nor                          329            0.2065
xor gates and xnor gates                  67           0.07391
DFF                                      127            0.4142
buffers and inverters                     60           0.02941
final cells by class:
cell class	count	area [um^2]
clock inverter	14	121.4
sequential	127	3332
tap	265	331.6
clock buffer	18	439.2
inverter	22	85.08
timing repair buffer	124	1179
multi-input combinational	625	4541
fill	1821	9562
Yosys cell counts, types with 20 or more instances:
library cell / number
clkbuf_1: 31
dfrtp_1: 83
edfxtp_1: 26
ha_1: 25
inv_1: 21
mux2_2: 99
nand2_1: 90
nand3_1: 28
nor2_1: 79
nor4_1: 21
o21ai_0: 20
xnor2_1: 42
xor2_1: 24
power breakdown:
group	internal (mW)	switching, mW
Combinational	0.345	0.292
Sequential	1.06	0.0868
Clock	0.564	0.433
metal layers:
| metal | vias to the layer above | wire, um | GRT usage | part of all wire |
|---|---|---|---|---|
| li1 | 3164 | - | - | - |
| met1 | 3107 | 9293 | 0.3013 | 0.48 |
| met2 | 112 | 9008 | 0.3127 | 0.47 |
| met3 | 8 | 834 | 0.03970 | 0.043 |
| met4 | 0 | 140 | 0.02016 | 0.0073 |
| met5 | - | 0 | 0 | 0 |
what timing repair did:
action                                 in CTS  in global routing
buffers inserted                            0                  1
resized                                     0                 10
endpoints found under the hold margin       0                  0
setup endpoints to repair                   0                 12
No activity file was given, so power comes from the tool's default toggle rates.
